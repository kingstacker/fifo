`flow/run.sh`:
```
#!/bin/bash
# OpenROAD 26Q1-2900-gdf79404cd8, Yosys 0.63+post, stock flow scripts
make -C /OpenROAD-flow-scripts/flow DESIGN_CONFIG=/design/flow/config.mk WORK_HOME=/design/flow/orfs finish
```
`flow/design.v`:
```
module  fifo_syn #(parameter WIDTH = 8,DEPTH = 8)( 
    input    wire    clk,                 
    input    wire    rst_n,
    input    wire    wr,                  
    input    wire    rd,                  
    input    wire    [WIDTH-1:0]  data,   
    output   wire    [WIDTH-1:0]  q,      
    output   wire    full,                
    output   wire    empty,               
    output   wire    [clogb2(DEPTH)-1:0] usedw  
);
function integer clogb2 (input integer depth);
begin
    for (clogb2=0; depth>1; clogb2=clogb2+1)  
        depth = depth >>1;                       	
end
endfunction               
(* ramstyle = "M9K" *) reg [WIDTH-1:0]      memory [0:DEPTH-1];
reg [clogb2(DEPTH):0] wr_poi;     
reg [clogb2(DEPTH):0] rd_poi;     
reg [WIDTH-1:0] q_r;             
reg [clogb2(DEPTH)-1:0] usedw_r;    
wire wr_flag;                    
wire rd_flag;                    
assign q = q_r;
assign usedw = usedw_r;
assign full = (wr_poi[clogb2(DEPTH)-1:0]== rd_poi[clogb2(DEPTH)-1:0]) && (wr_poi[clogb2(DEPTH)] ^ rd_poi[clogb2(DEPTH)] == 1);   
assign empty = (wr_poi[clogb2(DEPTH)-1:0]== rd_poi[clogb2(DEPTH)-1:0]) && (wr_poi[clogb2(DEPTH)] ^ rd_poi[clogb2(DEPTH)] == 0);  
assign wr_flag = ((wr == 1'b1) && (full == 1'b0));           
assign rd_flag = ((rd == 1'b1) && (empty == 1'b0));          
always @(posedge clk or negedge rst_n) begin
    if (~rst_n) begin
        wr_poi <= 0;
    end  
    else begin
        wr_poi <= wr_flag ? wr_poi + 1'b1 : wr_poi;
        memory[wr_poi[clogb2(DEPTH)-1:0]] <= wr_flag ? data : memory[wr_poi[clogb2(DEPTH)-1:0]];
    end  
end  
always @(posedge clk or negedge rst_n) begin
    if (~rst_n) begin
        rd_poi <= 0;
        q_r <= 0;
    end  
    else begin
        rd_poi <= rd_flag ? rd_poi + 1'b1 : rd_poi;
        q_r <= rd_flag ? memory[rd_poi[clogb2(DEPTH)-1:0]] : q_r;
    end  
end  
always @(posedge clk or negedge rst_n) begin
    if (~rst_n) begin
        usedw_r <= 0;
    end  
    else begin
        case ({wr_flag,rd_flag})
               2'b00: begin
                   usedw_r <= usedw_r;
               end 
               2'b10: begin
                   if (usedw_r == DEPTH-1) begin   
                       usedw_r <= usedw_r;
                   end
                   else begin
                       usedw_r <= usedw_r + 1'b1;
                   end
               end
               2'b01: begin
                   if (usedw_r == 0) begin      
                       usedw_r <= usedw_r;
                   end
                   else begin
                       usedw_r <= usedw_r - 1'b1;
                   end
               end
               2'b11: begin
                   usedw_r <= usedw_r;
               end                                             
               default:  usedw_r <= 0;
           endcase  
    end  
end  
endmodule
```
`flow/config.mk`:
```
export PLATFORM = sky130hd
export DESIGN_NAME = fifo_syn
export DESIGN_NICKNAME = fifo_syn
export VERILOG_FILES = /design/flow/design.v
export SDC_FILE = /design/flow/constraint.sdc
export NUM_CORES = 4
export LEC_CHECK = 1
export CORE_UTILIZATION = 30
```
`flow/constraint.sdc`:
```
current_design fifo_syn

set clk_period 4.0
set clk_io_pct 0.2

create_clock -name clk0 -period $clk_period [get_ports {clk}]

set non_clock_inputs [all_inputs -no_clocks]
set_input_delay [expr $clk_period * $clk_io_pct] -clock clk0 $non_clock_inputs
set_output_delay [expr $clk_period * $clk_io_pct] -clock clk0 [all_outputs]
```
==> impl_metrics.py <==
# Generated from Yosys and OpenROAD reports
metrics = {
    "run_status": {
        "run_status": "finished, final reports clean",
    },
    "logic_synthesis": {
        "edf_count": 64,
        "ys_types": 46,
        "synth_top_area_share": 0.4739,
        "top_area_cell": "edfxtp_1",
        "ys_seq_frac": 0.5912,
        "asyncSetResetFlopFracSynth": 0.2289,
        "syn-cell-area_um2": 4055,
        "ys_warn_count": 2,
        "netlist_top_cells_count": "64 x edfxtp_1, 25 x nand2_1, 20 x o21ai_1",
        "syn_area_per_cell_um2": 12.63,
        "ys_area_um2": 4055,
        "topCellsByArea": "edfxtp_1 47%, dfrtp_1 12%, ha_1 4.3%",
        "yosys_cells": 321,
        "top_cell": "edfxtp_1",
        "synthCells": 321,
        "numSynthFlops": 83,
        "ys_dominant_reg_cell": "edfxtp_1",
    },
    "route": {
        "wl_um": 10750,
        "antenna_cells": 0,
        "viasPerCell": 5.544,
        "drt_iter0_markers": 231,
        "post_drt_wl_per_cell_um": 20.68,
        "drc": 0,
        "num_vias": 2883,
        "dr.pass1.iters": 7,
        "final_antenna_net_count": 0,
    },
    "clock_tree": {
        "clkTransAtPathRegs_ns": 0.06,
        "hold_buffers": 0,
        "post_cts.repair.setup_buffers": 0,
        "cts_sinks": 83,
        "clk_latency_ns": 0.34,
        "cts_buffers": 9,
        "h-tree-depth": 3,
        "root_buffer": "clkbuf_16",
        "cts_buffer_depth": 2,
        "cts_tree": "yes",
        "cts_resized": 0,
    },
    "final_timing": {
        "drv_slew": 0,
        "slew_headroom": 0.4922,
        "finalSetupViolCount": 0,
        "skew_ns": 0.006803,
        "hold_viol_final": 0,
        "tightestPinTransition_ns": 0.7617,
        "finalSetupTns_ns": 0,
        "rsz0062_at_grt": "false",
        "min_period_over_period": 0.7029,
        "max_freq_mhz": 355.7,
        "period_minus_slack_ns": 2.812,
    },
    "hold_path": {
        "holdPathStages": 2,
        "worstHoldPathType": "flop to flop",
        "holdPathEnd": "q_r[3]",
        "worstHoldStart": "q_r[3]",
    },
    "critical_path": {
        "worstReg2RegEnd": "memory[0][4]",
        "worstSetupPathType": "flop to output port",
        "cp.required_ns": 3.20,
        "r2r_cells": 6,
        "r2r_slack_ns": 1.20,
        "setup.worst_path.end_class": "output port",
        "startpoint_type": "flop",
        "arrival_ns": 2.01,
        "path_max_fanout": 8,
        "r2r-start": "wr_poi[1]",
    },
    "global_route": {
        "grt_use_total": 0.1663,
        "grt_first_pass_wirelength_um": 16580,
        "grt_pass1_vias": 2882,
        "antenna_found_initial": 0,
        "grt-ovfl-total": 0,
        "grt_max_degree": 33,
    },
    "pwr": {
        "p_seq_frac": 0.373,
        "pwr-share-comb": 0.434,
        "switching_power_mw": 1.531,
        "p_int_mw": 2.414,
        "power.density_nw_per_um2": 835.3,
        "p_leak_nw": 1.692,
        "pwr-share-clk": 0.193,
        "swShare": 0.3881,
        "ir_worst_vdd_uv": 301.7,
    },
    "place": {
        "gp_congestion": 0.9051,
        "portBuffers": 24,
        "place_area_um2": 4444,
        "hpwl_um": 6563,
        "dpl.cell_count": 504,
    },
    "final_layout": {
        "layout-drive-gt1-share": 0.1250,
        "fin_area_um2": 4723,
        "area_growth_pct": 16.48,
        "instances_no_fill": 520,
    },
    "die": {
        "die_w_um": 118.3,
        "num_rows": 42,
        "die_area_um2": 13990,
        "die_h_um": 118.3,
        "initCoreUtil": 0.3074,
        "core_um2": 13190,
        "io_pins": 25,
    },
    "job": {
        "maxCapViolCount": 0,
        "warning_count": 34,
    },
}
power by group through the flow:
stage	Clock, mW	Combinational, mW	Sequential (mW)
finish	0.762	1.71	1.47
CTS	0.774	1.69	1.47
global route	0.812	1.88	1.50
registers in the layout, indices dropped and copies added, names as in the netlist:
register	cells
memory	64
rd_poi	4
usedw_r	3
q_r	8
wr_poi	4
layer usage:
layer,routed length (um),part of all wire,GRT usage,up-vias
met5,0,0,0.01471,-
met3,1394,0.13,0.09104,22
met2,4829,0.45,0.2397,181
met4,274,0.025,0.03446,0
li1,-,-,-,1291
met1,4254,0.40,0.2265,1389
layout make-up:
cell class / instances / area [um^2]
clock inverters: 7 / 53.80
multi-input cells: 208 / 1519
inverters: 8 / 30.03
fillers: 1243 / 8467
flip-flops and latches: 83 / 2397
well taps: 176 / 220.2
repair buffers: 29 / 277.8
clock buffers: 9 / 225.2
stage by stage:
step	setup slack [ns]	utilization	hold WS [ns]	total power, mW
floorplan	1.638	-	0.4313	2.592
global placement	1.156	0.3369	0.4922	3.143
detailed placement	1.107	0.3369	0.4900	3.165
CTS	1.192	0.3581	0.5038	3.940
global route	0.9856	0.3581	0.5277	4.195
finish	1.188	0.3581	0.4949	3.945
worst max-delay path, cell delays in order, from the launching register on:
cell	delay [ns]
dfrtp_1	0.47
xor2_1	0.23
or2_2	0.31
nor3_1	0.19
clkdlybuf4s50_1	0.48
placed cells by master (no fill, tap or decap), types with 2 or more instances in the layout:
master	instances
a211oi_1	2
a21oi_1	8
a221o_1	2
a221oi_1	9
a222oi_1	10
a22o_1	8
a22oi_1	12
a31o_2	2
and2_1	7
and3_1	9
buf_4	5
clkbuf_16	9
clkdlybuf4s50_1	24
clkinv_4	3
dfrtp_1	19
edfxtp_1	64
ha_1	14
inv_1	7
mux2_2	15
nand2_1	25
nand3_1	7
nand4_1	2
nor2_1	13
nor2b_1	3
nor3_1	6
o2111ai_1	2
o211a_1	2
o21ai_0	5
o21ai_1	20
o31ai_2	3
xnor2_1	5
xor2_1	4
cell families after synthesis:
| family | after synthesis | share of synthesized area |
|---|---|---|
| buf+inv | 30 | 0.03425 |
| fa+ha+maj | 15 | 0.04813 |
| mux | 16 | 0.04412 |
| simple gates | 76 | 0.08979 |
| flops | 83 | 0.5912 |
| compound gates | 92 | 0.1731 |
| xor+xnor | 9 | 0.01944 |
how the worst max path moves through the flow:
stage	start	endpoint	depth (start not counted)
global route	wr_poi[1]	memory[0][4]	6
CTS	wr_poi[1]	empty	4
finish	wr_poi[1]	full	4
Power and IR drop assume default switching activity.
